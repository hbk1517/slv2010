==> flow/design.v <==
module ram #(parameter NrOfWords = 9, 
	     parameter WordSize = 8, 
	     parameter AddrsSize = 4)
            (
	    input bit resetN,
	    input bit clk,
	    input bit rwN1,
	    input bit rwN2,
	    input wire [AddrsSize-1:0] addrs1,
	    input wire [AddrsSize-1:0] addrs2,
	    input wire [WordSize-1:0] dataIn1,
	    input wire [WordSize-1:0] dataIn2,
	    output reg [WordSize-1:0] dataOut1,
	    output reg [WordSize-1:0] dataOut2);
 reg [WordSize-1:0] regArray [0:NrOfWords-1];
   always @(posedge clk, negedge resetN)
     begin
	if (!resetN)
	  begin
	     dataOut1 <= 0;
	     dataOut2 <= 0;
	  end
	else 
	  begin
	     if (rwN1 == 1)
	       dataOut1 <= regArray[addrs1];
	     else if (rwN1 == 0)
	       regArray[addrs1] <= dataIn1;
	     if (rwN2 == 1)
	       dataOut2 <= regArray[addrs2];
	     else if (rwN2 == 0)
	       regArray[addrs2] <= dataIn2;
	  end
     end  
endmodule  
==> flow/run.sh <==
#!/bin/bash
# OpenROAD 26Q1-2900-gdf79404cd8, Yosys 0.63+post, stock flow scripts
make -C /OpenROAD-flow-scripts/flow DESIGN_CONFIG=/design/flow/config.mk WORK_HOME=/design/flow/orfs finish
==> flow/config.mk <==
export PLATFORM = sky130hd
export DESIGN_NAME = ram
export DESIGN_NICKNAME = ram
export VERILOG_FILES = /design/flow/design.v
export SDC_FILE = /design/flow/constraint.sdc
export NUM_CORES = 4
export LEC_CHECK = 1
export CORE_UTILIZATION = 50
==> flow/constraint.sdc <==
current_design ram

set clk_period 1.7
set clk_io_pct 0.2

create_clock -name clk0 -period $clk_period [get_ports {clk}]

set non_clock_inputs [all_inputs -no_clocks]
set_input_delay [expr $clk_period * $clk_io_pct] -clock clk0 $non_clock_inputs
set_output_delay [expr $clk_period * $clk_io_pct] -clock clk0 [all_outputs]
==> results.py <==
# Physical implementation metrics
metrics = {
    "die": {
        "core_area_mm2": 0.0111,
        "fp-utilization_pct": 52.3,
        "rows": 38,
        "die_area_mm2": 0.0120,
        "io-pin-count": 44,
        "dieWidth_um": 110,
        "fp.dieH_um": 110,
    },
    "route": {
        "vias": 5102,
        "drcViolationCount": 0,
        "totalWireLength_mm": 17.9,
        "diodes": 0,
        "drt_iter0_markers": 441,
        "via_per_inst": 6.02,
        "drtAntennaViolNets": 0,
        "wire_per_inst_um": 21.1,
        "first_pass_iters": 4,
    },
    "logic_synthesis": {
        "top_area_cell": "edfxtp_1",
        "ys_cells": 606,
        "synth_area_mm2": 0.00579,
        "yosysUniqueCellTypes": 56,
        "top_cell_area_share_pct": 37.3,
        "edf_count": 72,
        "topCellsByArea": "edfxtp_1 37%, mux2i_1 16%, dfrtp_1 6.9%",
        "post_synth.cell_area_avg_um2": 9.55,
        "ys_seq_share_pct": 44.3,
        "ys.flops": 88,
        "synth_warnings": 2,
        "ff_type": "edfxtp_1",
        "async_flop_share_pct": 18.2,
        "yosys-stat-area_mm2": 0.00579,
        "netlist_instances": 606,
    },
    "setup_path": {
        "worstPathCellList": "dlygate4sd2_1 -> or4b_4 -> buf_4 -> buf_4 -> nor2_2 -> o32ai_1 -> nor2_1 -> o22ai_1",
        "crit_path_frequent_cell": "buf_4",
        "critical_path_arrival_ns": 1.90,
        "cp_slowest_stage_delay_ns": 0.55,
        "start_kind": "input pin",
        "worstSetupPathType": "in -> reg",
        "cp_slowest_cell": "or4b_4",
        "crit_fanout": 3,
        "crit_required_ns": 1.93,
        "worstSetupEndpointType": "flip-flop",
    },
    "power": {
        "p_leak_nw": 3.02,
        "totalPowerFinal_w": 0.00583,
        "powerDensity_mw_per_mm2": 790,
        "vdd.ir_drop.worst_mv": 0.805,
    },
    "global_route": {
        "grt_use_total_pct": 33.3,
        "antenna_found_initial": 0,
        "grt_pass1_vias": 4953,
        "grt_max_degree": 57,
        "grt_pass1_wl_mm": 27.6,
        "gr-total-overflow": 0,
    },
    "clock_tree": {
        "cts_tree": "built",
        "cts_buffers": 9,
        "htree_levels": 3,
        "insertion_delay_ns": 0.35,
        "clock_sinks": 88,
        "clockBufferDepth": 2,
        "cts_root_buffer": "clkbuf_16",
        "clkSlewWorstSetupHoldPaths_ns": 0.07,
    },
    "final_timing": {
        "hold_violations": 0,
        "finalClockPeriodUsage_pct": 98.2,
        "min_period_ns": 1.67,
        "setup_violations": 0,
        "drv_slew": 0,
        "worst_slew_pin_slew_ns": 0.506,
        "skew_ns": 0.00750,
        "rsz0062_at_grt": "yes",
        "slew_headroom_pct": 66.2,
        "fmax_mhz": 599,
        "setup_slack_ns": 0.0314,
    },
    "run_status": {
        "status": "finished, final reports clean",
    },
    "final_layout": {
        "fillers": 904,
        "area_growth_pct": 27.4,
        "flop_area_mm2": 0.00256,
        "finalInstanceArea_mm2": 0.00738,
        "comb_area_mm2": 0.00302,
        "layout-drive-gt1-share_pct": 22.3,
    },
    "place": {
        "post-dp-hpwl_mm": 13.3,
        "place.gp.congestion": 0.981,
        "dp_slack_ns": -0.727,
        "placed_cell_area_mm2": 0.00699,
        "numPortBuffers": 43,
    },
    "worst_hold_path": {
        "worstHoldPathType": "in -> async",
    },
    "flow_run": {
        "cap_violations": 0,
        "tool_warnings": 29,
    },
}
[layout make-up]
cell class / instances / area share (%)
well taps: 140 / 2.37
inverters: 16 / 0.814
clock inverters: 6 / 0.916
repair buffers: 144 / 17.2
multi-input cells: 443 / 40.9
flip-flops and latches: 88 / 34.7
clock buffers: 10 / 3.10
[power by group]
part	internal, W	switching, W
registers	0.00255	0.000151
logic	0.000548	0.000551
clock network	0.00115	0.000877
[kinds of logic (layout without fill, tap and decap cells)]
kind of cell	Yosys count	in the layout	share of synthesized area, %
AOI/OAI and AO/OA	156	156	16.4
xor gates and xnor gates	2	2	0.303
muxes	98	98	17.8
DFF	88	88	44.3
buffers and inverters	75	176	5.66
and+or+nand+nor	187	187	15.6
[cells in the mapped netlist, types with 7 or more instances]
| cell type | number |
|---|---|
| clkbuf_1 | 26 |
| buf_2 | 15 |
| nand2_1 | 67 |
| buf_1 | 13 |
| nor2_1 | 50 |
| o21ai_0 | 63 |
| o22ai_1 | 13 |
| inv_1 | 16 |
| a21oi_1 | 32 |
| nor2b_1 | 10 |
| nor3_1 | 18 |
| dfrtp_1 | 16 |
| nand2b_1 | 7 |
| edfxtp_1 | 72 |
| mux2i_1 | 93 |
[critical path, delay by kind of cell]
family	cells	cell delay (ns)
and+or+nand+nor	3	0.78
AOI/OAI and AO/OA	2	0.18
buffers and inverters	3	0.59
[registers in the layout, summed over array words and instances (netlist names)]
name	flops
dataOut2	8
dataOut1	8
regArray	72
[stage by stage]
step | hold slack [ns] | util (%) | cells | TNS [ns]
6_report | 0.00831 | 66.6 | 847 | 0
5_1_grt | 0.00801 | 66.6 | 847 | -0.00840
4_1_cts | 0.000201 | 66.5 | 847 | -0.0172
3_5_place_dp | 0.368 | 63.1 | 832 | -52.54
3_3_place_gp | 0.368 | 63.1 | 832 | -50.95
2_1_floorplan | 0.0444 | - | 606 | -1.23
[metal layers]
metal / global-route usage (%) / part of all wire [%] / vias up
met3: 12.0 / 11 / 19
li1: - / - / 2424
met4: 4.67 / 1.4 / 0
met1: 54.6 / 45 / 2409
met2: 46.1 / 43 / 250
met5: 0 / 0 / -
[cells in the final DEF (no fill, tap or decap), types with 7 or more instances in the layout]
cell type	Yosys	final
nand2_1	67	67
inv_1	16	16
nand2b_1	7	7
buf_4	1	87
edfxtp_1	72	72
buf_6	3	8
mux2i_1	93	92
nor2_1	50	47
o22ai_1	13	13
a21oi_1	32	30
clkdlybuf4s50_1	0	32
nor2b_1	10	10
dfrtp_1	16	16
clkbuf_16	0	9
o21ai_0	63	61
nor3_1	18	13
[worst paths after layout]
| check | start | to | slack [ns] | cells after the start |
|---|---|---|---|---|
| max in group asynchronous | resetN | dataOut1[6]$_DFFE_PN0P_ | 0.80 | 3 |
| worst min register to register | dataOut2[2]$_DFFE_PN0P_ | dataOut2[2]$_DFFE_PN0P_ | 0.53 | 2 |
| min in group clk0 | resetN | regArray[7][5]$_DFFE_PP_ | 0.52 | 2 |
| worst max register to register | regArray[8][0]$_DFFE_PP_ | dataOut1[0]$_DFFE_PN0P_ | 0.09 | 5 |
| worst max-delay path | addrs2[0] | dataOut2[0]$_DFFE_PN0P_ | 0.03 | 8 |
| worst min-delay path | resetN | dataOut2[6]$_DFFE_PN0P_ | 0.008 | 2 |
[timing repair]
action	CTS	global route
resized	35	16
hold buffers	1	0
pin swaps	7	10
hold endpoints to repair	2	0
endpoints found under the setup margin	88	73
buffers inserted	0	0
Power figures rest on the tool's default switching activity, not on a simulated workload.
