==> run.sh <==
#!/bin/bash
# OpenROAD 26Q1-2900-gdf79404cd8, Yosys 0.63+post, stock flow scripts
make -C /OpenROAD-flow-scripts/flow DESIGN_CONFIG=/design/flow/config.mk WORK_HOME=/design/flow/orfs finish
==> config.mk <==
export PLATFORM = sky130hd
export DESIGN_NAME = fir
export DESIGN_NICKNAME = fir
export VERILOG_FILES = /design/flow/design.v
export SDC_FILE = /design/flow/constraint.sdc
export NUM_CORES = 4
export LEC_CHECK = 1
export CORE_UTILIZATION = 40
==> constraint.sdc <==
current_design fir

set clk_period 17.0
set clk_io_pct 0.2

create_clock -name clk0 -period $clk_period [get_ports {clk}]

set non_clock_inputs [all_inputs -no_clocks]
set_input_delay [expr $clk_period * $clk_io_pct] -clock clk0 $non_clock_inputs
set_output_delay [expr $clk_period * $clk_io_pct] -clock clk0 [all_outputs]
==> design.v <==
module fir #(parameter NrOfTaps = 10, 
	     parameter SampleWidth = 8, 
	     parameter CoeffWidth = 12,
	     parameter SumWidth = 23,
             parameter TruncatedMSBs = 4,
             parameter TruncatedLSBs = 11,
	     parameter AddrsWidth = 4,
	     parameter CoeffAddrsWidth = 3)
            (
	     input wire resetN,
	     input wire clk,
	     input wire sampleClk,
	     input wire [SampleWidth-1:0] sample,
	     output reg [SumWidth-TruncatedMSBs-TruncatedLSBs-1:0] sum,
	     output reg dav,
	     output reg rwN1,
	     output reg rwN2,
	     output reg [AddrsWidth-1:0] sampleAddrs1,
	     output reg [AddrsWidth-1:0] sampleAddrs2,
	     output reg [SampleWidth-1:0] dataIn,
	     input wire [SampleWidth-1:0] dataOut1,
	     input wire [SampleWidth-1:0] dataOut2,
	     output reg read,
	     output reg [CoeffAddrsWidth-1:0] coeffAddrs,
	     input wire [CoeffWidth-1:0] coeff);	     
   bit [AddrsWidth-1:0] x1Addrs;
   bit [AddrsWidth-1:0] xnAddrs;
   bit signed [SampleWidth-1:0] sampleHold;
   bit signed [SampleWidth-1:0] bitdataOut1;
   bit signed [SampleWidth-1:0] bitdataOut2;
   bit signed [CoeffWidth-1:0] bitcoeff;
   bit signed [SumWidth-1:0] convSum;
   bit signed [SumWidth-1:0] intSum;
   bit sign;
   bit round;
   const byte N = NrOfTaps-2;
   const byte M = ((NrOfTaps % 2)==0) ? (NrOfTaps/2)-1 : ((NrOfTaps-1)/2);
   const bit oddMac = ((NrOfTaps % 2) == 0) ? 0 : 1;
   typedef enum {ramInit, idle, firstMac, middleMacs, lastMac} State_ty;
   State_ty state;
   function logic abs(bit [AddrsWidth-1:0] value);      
     abs = value;
   endfunction  
   always @(posedge clk, negedge resetN)
     if (!resetN)       
       begin	  
	  state <= ramInit;
	  x1Addrs <= 0;
	  xnAddrs <= N;
	  sampleAddrs1 <= 0;
	  sampleAddrs2 <= N;
	  rwN1 <= 0;  
	  rwN2 <= 1; 
	  dataIn <= 0;
	  coeffAddrs <= 0;
	  read <= 1;
	  sampleHold <= 0;	  
       end
     else
       case (state)
	 ramInit:
	   if (sampleAddrs1 == N)
	     state <= idle;
	   else
	     begin
		sampleAddrs1 <= sampleAddrs1 + 1;
		dataIn <= 0;
	     end
	 idle:
           begin
           dav<=0;
           sum<=0;
	   if (sampleClk == 1)
	     begin
		state <= firstMac;
		sampleHold <= sample;
		sampleAddrs1 <=x1Addrs;
	        if (xnAddrs == 0)
	         begin
		  sampleAddrs2 <= N;
		 end
	        else
		 begin
		  sampleAddrs2 <= xnAddrs - 1;
	         end 
		coeffAddrs <= coeffAddrs + 1;
		rwN1 <= 1;
		rwN2 <= 1;
		read <= 1;
             end
	     end  
	 firstMac:
	   begin
              bitdataOut2 = dataOut2;
              bitcoeff = coeff;
	      convSum <=(sampleHold + bitdataOut2)*bitcoeff;
	      state <= middleMacs;
	      if (sampleAddrs2 == 0)
		sampleAddrs2 <= N;
	      else
		sampleAddrs2 <=sampleAddrs2 - 1; 
	      if (sampleAddrs1 == N)
		sampleAddrs1 <= 0;
	      else
		sampleAddrs1 <= sampleAddrs1 + 1; 
	      coeffAddrs <= coeffAddrs + 1;
	   end
	 middleMacs:
	   begin
              bitdataOut1 = dataOut1;
              bitdataOut2 = dataOut2;
              bitcoeff = coeff;
	      convSum <= convSum + ((bitdataOut1 + bitdataOut2)*(bitcoeff));
	      if (sampleAddrs1 == N)
		sampleAddrs1 <= 0;
	      else
		sampleAddrs1 <= sampleAddrs1 + 1;
	      if (sampleAddrs2 == 0)
		sampleAddrs2 <= N;
	      else
		sampleAddrs2 <= sampleAddrs2 - 1;
	      coeffAddrs <= coeffAddrs + 1;
              if (coeffAddrs == M)
		begin
		   state <= lastMac;
		   coeffAddrs <= 0;
		end
	      else
		coeffAddrs <= coeffAddrs + 1;
	   end  
	 lastMac:
	   begin
              bitcoeff = coeff;
              bitdataOut1 = dataOut1;
              bitdataOut2 = dataOut2;
	      intSum = convSum + (bitdataOut1 + bitdataOut2) * bitcoeff;
		sum=intSum[SumWidth-TruncatedMSBs-1:TruncatedLSBs]+intSum[TruncatedLSBs-1];
              if((intSum[SumWidth-1:SumWidth-TruncatedMSBs-1]!=0) && (intSum[SumWidth-1]==0))  
                begin
                sum=-1;
                sum[SumWidth-TruncatedMSBs-TruncatedLSBs-1]=0;
                end
              if(!(&(intSum[SumWidth-1:SumWidth-TruncatedMSBs-1])) && (intSum[SumWidth-1]))  
                begin
                sum=0;
                sum[SumWidth-TruncatedMSBs-TruncatedLSBs-1]=1;
                end
              dav<=1;
	      rwN1 <= 0;
	      dataIn <= sampleHold;	      
	      sampleAddrs1 <=xnAddrs;
	      if (x1Addrs == 0)
		x1Addrs <= N;
	      else
		x1Addrs <= x1Addrs - 1;
	      if (xnAddrs == 0)
	        begin
		 xnAddrs <= N;
		 sampleAddrs2 <= N;
		end
	      else
		begin
 		 xnAddrs <= xnAddrs - 1;
		 sampleAddrs2 <= xnAddrs - 1;
	        end
	      coeffAddrs <= 0;	      
	      state <= idle;
	   end
       endcase
endmodule  
==> reports/qor.csv <==
metric;value;unit
layout.cells.most_common;inv_1;
worst_slack;5.99;ns
r2r-end;convSum[19];
synth_seq_share;0.156;
ys_warn_count;1;
register_area;1990;um^2
path_delay_family;adder cells;
cts_buffers;9;
status;finished clean;
post_cts_buffers;0;
grt_pass1_wl;45700;um
hpwl;22200;um
min_path_type;flop to flop;
die_h;180;um
mostFrequentLayoutCells;inv_1 (266), fa_1 (207), nand2_1 (137), ha_1 (124), and2_1 (92);
yosys_area;12700;um^2
worst_path_most_repeated_cell;fa_1;
wl;27200;um
ios;70;
rows;64;
synth_cells;1358;
syn_area;12700;um^2
vias;9128;
clock_skew;0.0129;ns
grt_usage;0.184;
cts_resized;0;
post_drt_wl_per_cell;15.0;um
postSynthAreaPerCell;9.38;um^2
io_buffer_count;67;
required;17.08;ns
max_cap_violations;0;
end_kind;flop;
rsz0062_at_grt;false;
cts_tree;built;
logic_area;9570;um^2
clock_latency;0.34;ns
die_area;32500;um^2
cts_max_path_buffers;2;
synth_cell_types;74;
antenna_found_initial;0;
worstSetupStartpoint;dataOut2[0];
drive_above_1_share;0.0551;
reg2reg_from;sampleHold[0];
area_delta_synth_final;11.2;%
synth-edff-count;32;
fp_util;0.411;
r2r_setup_slack;9.45;ns
gp_congestion;0.872;
warning_count;27;
dp_slack;5.63;ns
arrival;11.09;ns
drc_errors;0;
start_kind;input port;
overflow;0;
cts_root_buf;clkbuf_16;
ant_nets;0;
worst_pin_slew;0.866;ns
setup_tns;0;ns
finalSetupViolations;0;
ff_type;dfrtp_1;
max_slew_margin;0.408;
period_used_share;0.648;
cts_htree_levels;3;
crit_slowest_cell;o21ai_0;
n_fill_cell;2932;
core;31000;um^2
ys_seq_elements;73;
fp.dieW;180;um
final_max_slew_viol_count;0;
period_needed;11.01;ns
grt_max_degree;44;
whs_endpoint;state[4];
critical_path_class;input port to flop;
viasPerCell;5.04;
min-delay-start;state[2];
min_path_cells;1;
max_freq;90.8;MHz
hold_viol_final;0;
crit_path_max_incr_delay;0.55;ns
ys_cells;1358;
first_global_vias;9210;
path_buffers;5;
worstRegToRegCells;26;
diodes;0;
async_reset_ff_frac;0.562;
first_iter_violations;370;
cp_max_fo;10;
utilization;0.457;
cts.clk_slew.worst_paths;0.07;ns
cts_sinks;73;
drt-pass1-iter-count;6;
cts_hold_buffers;0;
==> routing by layer <==
metal | up-vias | GRT usage | wire (um)
li1 | 4397 | - | -
met1 | 4530 | 0.280 | 12400
met2 | 183 | 0.294 | 13000
met3 | 18 | 0.0385 | 1460
met4 | 0 | 0.0212 | 380
met5 | - | 0 | 0
==> worst max-delay path by stage <==
stage	end	slack, ns	cells past startpoint
4_1_cts	sum[7]	5.97	29
5_1_grt	sum[6]	5.29	30
6_report	sum[7]	5.99	28
==> registers in the layout (all words and copies together) (netlist names) <==
name and count:
coeffAddrs 3, convSum 23, dataIn 8, dav 1, rwN1 1, sampleAddrs1 4, sampleAddrs2 4, sampleHold 8
state 5, sum 8, x1Addrs 4, xnAddrs 4
==> synthesized netlist by cell type (all sizes together), types with 2 or more instances <==
master	number	area [um^2]
dfrtp	38	951
o31ai	4	30.0
and2	93	583
a221oi	2	17.5
ha	124	1550
o311ai	2	35.0
nand3	12	60.1
a21o	15	114
o211ai	5	42.5
nor2b	7	43.8
buf	4	23.8
xor2	17	156
nand3b	2	15.0
o21ai	53	277
nor3	16	80.1
edfxtp	32	961
and4	2	17.5
o21bai	6	45.0
a211oi	8	72.6
nand2	137	514
or3	7	48.8
nor4	2	12.5
o21a	6	45.0
mux2	17	191
nor2	59	224
dfstp	3	78.8
a311oi	5	43.8
a22o	9	78.8
inv	267	1000
xnor2	39	349
clkbuf	40	150
o22ai	2	12.5
a31oi	3	18.8
a211o	2	17.5
nor3b	2	15.0
nand4	2	12.5
a21oi	54	289
nand2b	29	181
a31o	3	26.3
or2	4	25.0
fa	207	4140
or4	2	15.0
==> through the flow <==
| step | instances | hold slack [ns] | instance area (um^2) |
|---|---|---|---|
| final | 1811 | 0.487 | 14200 |
| after global routing | 1811 | 0.517 | 14200 |
| after CTS | 1811 | 0.489 | 14200 |
| after detailed placement | 1795 | 0.471 | 13900 |
| after global placement | 1795 | 0.472 | 13900 |
| after floorplan | 1359 | 0.423 | 12700 |
==> area by class of cell <==
cell class              instances  area share
multi-input cells             974       0.675
flip-flops and latches         73       0.141
inverters                     268      0.0710
repair buffers                 84      0.0560
well taps                     396      0.0350
clock buffers                  11      0.0179
clock inverters                 5     0.00415
==> kinds of logic after synthesis <==
group           share of synthesized area
compound gates                      0.102
xor+xnor                           0.0397
fa+ha+maj                           0.447
buf+inv                            0.0927
flops                               0.156
mux                                0.0150
other cells                      0.000295
simple gates                        0.147
